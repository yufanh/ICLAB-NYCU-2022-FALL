==> flow/design.v <==
module TT(
    clk,
    rst_n,
	in_valid,
    source,
    destination,
    out_valid,
    cost
    );
input               clk, rst_n, in_valid;
input       [3:0]   source;
input       [3:0]   destination;
output reg          out_valid;
output reg  [3:0]   cost;
integer i, j;
reg [2:0] c_state, n_state;
parameter ST_IDLE = 3'd2, ST_INPUT = 3'd1, ST_CALCULATE = 3'd4, ST_OUT = 3'd0 , ST_IN_AIM = 3'd3;
reg adj[15:0][15:0];  
reg path[15:0];  
reg [3:0] stage;
reg [3:0] s_aim, d_aim;
reg early_find, no_path;
always@(posedge clk or negedge rst_n) begin
    if(!rst_n)
        c_state <= ST_IDLE;  
    else 
        c_state <= n_state;
end
always@(*) begin
    case(c_state)
        ST_IDLE: begin
            if(in_valid) n_state = ST_IN_AIM;
            else n_state = ST_IDLE;
        end
        ST_IN_AIM: begin
            if(!in_valid) n_state = ST_OUT;
            else n_state = ST_INPUT;
        end
        ST_INPUT: begin
            if(!in_valid) begin
                if(early_find == 1'b1) n_state = ST_OUT;
                else n_state = ST_CALCULATE;
            end
            else n_state = ST_INPUT;
        end
        ST_CALCULATE: begin
            if(early_find || (stage == 4'b1111) || no_path) n_state = ST_OUT;
            else n_state = ST_CALCULATE;
        end
        default: n_state = ST_IDLE;
    endcase
end
always@(posedge clk or negedge rst_n) begin
    if(!rst_n) s_aim <= 4'b0;
    else begin
        case(n_state)
            ST_IDLE: begin
                s_aim <= 4'b0;
            end
            ST_IN_AIM: begin
                s_aim <= source;
            end
            ST_INPUT: begin
                s_aim <= s_aim;
            end
            default: begin
                s_aim <= s_aim;
            end
    endcase
    end
end
always@(posedge clk or negedge rst_n) begin
    if(!rst_n) d_aim <= 4'b0;
    else begin
        case(n_state)
            ST_IDLE: begin
                d_aim <= 4'b0;
            end
            ST_IN_AIM: begin
                d_aim <= destination;
            end
            ST_INPUT: begin
                d_aim <= d_aim;
            end
            default: begin
                d_aim <= d_aim;
            end
        endcase
    end
end
always@(posedge clk or negedge rst_n) begin
    if(!rst_n) begin
        for(i = 0; i < 16; i = i + 1)begin
            for(j = 0; j < 16; j = j + 1)begin
                adj[i][j] <= 1'b0;
            end
        end
    end
    else begin
        case (n_state)
            ST_IDLE: begin
                for(i = 0; i < 16; i = i + 1)begin
                    for(j = 0; j < 16; j = j + 1)begin
                        adj[i][j] <= 1'b0;
                end
                end
            end
            ST_INPUT: begin
                    adj[source][destination] <= 1'b1;
                    adj[destination][source] <= 1'b1;
            end
            ST_CALCULATE: begin
                for(i = 0; i < 16; i = i + 1)begin
                    for(j = 0; j < 16; j = j + 1)begin
                        if(path[j] == 1'b1) adj[j][i] <= 1'b0;
                    end
                end
            end
        endcase
    end
end
always@(*) begin
    early_find = path[d_aim];
end
always@(*) begin
    no_path = ~(path[0] | path[1] | path[2] | path[3] | path[4] | path[5] | path[6] | path[7] | path[8] | path[9] | path[10]
                | path[11] | path[12] | path[13] | path[14] | path[15]);
end
always@(posedge clk or negedge rst_n) begin
    if(!rst_n) stage <= 4'b0;
    else begin
        case(n_state)
            ST_IDLE: begin
                stage <= 4'b0001;
            end
            ST_CALCULATE:
                stage <= stage + 1'b1;
            default: begin
                stage <= stage;
            end
    endcase
    end
end
always@(posedge clk or negedge rst_n) begin
    if(!rst_n) begin
        for(i = 0; i < 16; i = i + 1)begin
                path[i] <= 1'b0;
            end
    end
    else begin
        case (n_state)
        ST_IDLE: begin
            for(i = 0; i < 16; i = i + 1)begin
                path[i] <= 1'b0;
            end
        end
        ST_IN_AIM: begin
            for(i = 0; i < 16; i = i + 1)begin
                path[i] <= 1'b0;
            end
        end
        ST_INPUT: begin
            for(i = 0; i < 16; i = i + 1)begin
                if(((source == s_aim) && (destination == i)) || ((source == i) && (destination == s_aim))) begin
                    path[i] <= 1'b1;
                end
            end
        end
        ST_CALCULATE: begin
            for(i = 0; i < 16; i = i + 1)begin
                path[i] <= ((adj[i][0] & path[0]) | (adj[i][1] & path[1]) | (adj[i][2] & path[2]) | (adj[i][3] & path[3]) | (adj[i][4] & path[4]) 
                | (adj[i][5] & path[5]) | (adj[i][6] & path[6]) | (adj[i][7] & path[7]) | (adj[i][8] & path[8]) | (adj[i][9] & path[9]) | (adj[i][10] & path[10]) 
                | (adj[i][11] & path[11]) | (adj[i][12] & path[12]) | (adj[i][13] & path[13]) | (adj[i][14] & path[14]) | (adj[i][15] & path[15])  ) ;
            end
        end
        default: begin
            for(i = 0; i < 16; i = i + 1)begin
                path[i] <= path[i];
            end
        end
        endcase
    end
end 
always@(posedge clk or negedge rst_n) begin
    if(!rst_n)
        out_valid <= 1'b0;  
    else begin
        case (n_state)
            ST_OUT: out_valid <= 1'b1;
            default: out_valid <= 1'b0;
        endcase
    end
end
always@(posedge clk or negedge rst_n) begin
    if(!rst_n)
        cost <= 4'b0;  
    else begin
        case (n_state)
        ST_OUT: begin
            if(early_find) cost <= stage;
            else cost <= 4'b0;
        end
        default: cost <= 4'b0;
        endcase
    end
end 
endmodule
==> flow/run.sh <==
#!/bin/bash
# OpenROAD 26Q1-2900-gdf79404cd8, Yosys 0.63+post, stock flow scripts
make -C /OpenROAD-flow-scripts/flow DESIGN_CONFIG=/design/flow/config.mk WORK_HOME=/design/flow/orfs finish
==> flow/config.mk <==
export PLATFORM = sky130hd
export DESIGN_NAME = TT
export DESIGN_NICKNAME = TT
export VERILOG_FILES = /design/flow/design.v
export SDC_FILE = /design/flow/constraint.sdc
export NUM_CORES = 4
export LEC_CHECK = 1
export CORE_UTILIZATION = 50
==> flow/constraint.sdc <==
current_design TT

set clk_period 21.5
set clk_io_pct 0.2

create_clock -name clk0 -period $clk_period [get_ports {clk}]

set non_clock_inputs [all_inputs -no_clocks]
set_input_delay [expr $clk_period * $clk_io_pct] -clock clk0 $non_clock_inputs
set_output_delay [expr $clk_period * $clk_io_pct] -clock clk0 [all_outputs]
==> impl_metrics.toml <==
# flow metrics
[status]
status = "finished clean"

[final_layout]
drive_gt1_share_pct = 7.12
final_core_util_pct = 56.2
final_cell_count_no_fill = 2409
area_delta_synth_final_pct = 9.70

[place]
hpwl_mm = 39.7
port_buffers = 15
gp_congestion = 0.961
dp.cells = 2346

[setup_path]
path_max_fanout = 70
critical_path.endpoint_type = "flip-flop"
r2r_slack_ns = 16.24
crit_path_start = "in_valid"
worstSetupPathType = "input port to flip-flop"
arrival_ns = 8.50
r2r_cells = 10
timing.rr.start = "path[9]"
required_ns = 21.91
start_kind = "input port"

[synthesis]
async_flop_share_pct = 100
ys_ff = 294
yosys_cells = 2044
ys_seq_share_pct = 43.8
ff_type = "dfrtp_1"
synth_top_area_share_pct = 43.7
syn_area_um2 = 16800
ys_warn_count = 3
yosys.area.top_type = "dfrtp_1"
synth.area.top_cells = "dfrtp_1 44%, nor4_1 9.0%, a21oi_1 7.7%, nor3_1 7.2%, nor2_1 5.8%"
edf_count = 0
ys_top_cells_by_count = "293 x dfrtp_1, 261 x nor2_1, 258 x a21oi_1"
avgSynthCellArea_um2 = 8.21
synth.most_common_cell = "dfrtp_1"
ys_area_um2 = 16800
synth_cell_types = 39
synthCells = 2044

[clock_tree]
cts_tree = "built"
post_cts.repair.setup_buffers = 0
cts_resized = 0
cts_buffers = 36
htree_levels = 2
insertion_delay_ns = 0.53
hold_buffers = 0
cts.path.max_buffers = 3
cts_root_buffer = "clkbuf_16"
path_clk_slew_ns = 0.06
cts_sinks = 294

[timing]
setup_viol = 0
grt_setup_unrepaired = "no"
period_minus_slack_ns = 8.09
skew_ns = 0.0127
slew_headroom_pct = 27.8
tns_ns = 0
hold_violations = 0
maxSlewViolCount = 0
whs_ns = 0.480
fin_crit_sh_pct = 37.6
worst_pin_slew_ns = 1.08
max_freq_mhz = 124

[detailed_routing]
drt_wl_total_mm = 69.1
drtAntennaViolNets = 0
vias_per_cell = 7.27
drtIter0Drc = 2094
wl_per_cell_um = 28.7
antenna_cells = 0
firstDrtPassIters = 6
drc = 0
num_vias = 17500

[global_routing]
grt_pass1_vias = 16500
grt_pass1_wl_mm = 104
gr-usage-all-layers_pct = 42.7
grt_max_degree = 148
overflow = 0
antenna_found_initial = 1

[floorplan]
core_um2 = 32800
die_h_um = 185
num_rows = 66
dieArea_um2 = 34300
die_w_um = 185
ioPinCount = 16
initial_core_util_pct = 51.2

[pwr]
powerDensity_nw_per_um2 = 66.8
p_leak_nw = 6.81
max-vdd-ir-drop_v = 0.0000555

[hold_path]
worstHoldStart = "c_state[1]"
holdPathStages = 1
hold_path.class = "flip-flop to flip-flop"

[run]
tool_warnings = 28
cap_violations = 0
final timing paths:
check,end
hold / removal,c_state[0]
min in group asynchronous,adj[153]
hold reg to reg,c_state[0]
setup reg to reg,path[0]
setup / recovery,path[0]
max in group asynchronous,path[8]
kinds of logic after synthesis:
family / synth area share (%)
DFF: 43.8
buffers and inverters: 5.68
AOI/OAI and AO/OA: 23.7
and+or+nand+nor: 25.6
muxes: 0.716
adders and majority gates: 0.0745
xor gates and xnor gates: 0.417
where the power goes:
part / total [W] / switching, W / internal, W / leakage, nW
sequential: 0.000556 / 0.00000140 / 0.000554 / 4.09
combinational: 0.0000450 / 0.0000355 / 0.00000951 / 2.12
clock: 0.000630 / 0.000246 / 0.000384 / 0.593
total: 0.00123 / 0.000283 / 0.000948 / 6.81
cell type report:
cell class / instances / area (µm²)
Sequential cell: 294 / 7360
Fill cell: 2937 / 14400
Multi-Input combinational cell: 1504 / 8510
Tap cell: 442 / 553
Timing Repair Buffer: 88 / 716
Inverter: 18 / 67.6
Clock inverter: 3 / 65.1
Clock buffer: 60 / 1140
layout by cell type (no fill, tap or decap), drive strengths merged:
cell,count
a211oi,33
a21o,2
a21oi,259
a221oi,49
a22o,49
a22oi,33
a31oi,16
and2,8
and3,17
and4,1
buf,74
bufinv,2
clkbuf,60
clkdlybuf4s50,14
clkinv,1
dfrtp,293
dfstp,1
ha,1
inv,18
mux2,2
mux2i,3
mux4,3
nand2,46
nand3,31
nand3b,1
nand4,5
nor2,261
nor2b,9
nor3,240
nor4,242
o211ai,1
o21ai,27
o21bai,1
o22a,32
o22ai,121
or2,1
or3,2
xnor2,8
sequential cells by signal, indices dropped and copies added, names as in the netlist:
register / cells
adj: 256
out_valid: 1
s_aim: 4
cost: 4
path: 16
c_state: 5
d_aim: 4
stage: 4
worst max-delay path, cell delays in order:
cell and delay [ns]:
clkdlybuf4s50_1 0.49, inv_1 0.08, nand2_1 0.13, o21ai_1 0.24, a21oi_4 0.57, buf_4 0.70, buf_4 0.81, buf_4 0.70
a211oi_1 0.16, o22a_1 0.23
metal layers:
metal / track usage, % / part of all wire, %
met3: 17.9 / 14
met1: 60.8 / 39
met5: 0.741 / 0
met4: 18.4 / 5.1
met2: 58.5 / 42
stage by stage:
| stage | power (W) | setup WS (ns) | instance area [µm²] |
|---|---|---|---|
| final | 0.00123 | 13.41 | 18400 |
| after global routing | 0.00126 | 13.17 | 18400 |
| after CTS | 0.00123 | 13.49 | 18400 |
| after detailed placement | 0.000609 | 12.95 | 17200 |
| after global placement | 0.000610 | 12.99 | 17200 |
| after floorplan | 0.000583 | 15.43 | 16800 |
Power and IR drop assume default switching activity.
