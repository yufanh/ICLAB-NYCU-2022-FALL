`flow/config.mk`:
```
export PLATFORM = sky130hd
export DESIGN_NAME = RCL
export DESIGN_NICKNAME = RCL
export VERILOG_FILES = /design/flow/design.v
export SDC_FILE = /design/flow/constraint.sdc
export NUM_CORES = 4
export LEC_CHECK = 1
export CORE_UTILIZATION = 40
```
`flow/constraint.sdc`:
```
current_design RCL

set clk_period 19.1
set clk_io_pct 0.2

create_clock -name clk0 -period $clk_period [get_ports {clk}]

set non_clock_inputs [all_inputs -no_clocks]
set_input_delay [expr $clk_period * $clk_io_pct] -clock clk0 $non_clock_inputs
set_output_delay [expr $clk_period * $clk_io_pct] -clock clk0 [all_outputs]
```
`flow/design.v`:
```
module RCL(
    clk,
    rst_n,
    in_valid,
    coef_Q,
    coef_L,
    out_valid,
    out
);
input clk, rst_n, in_valid;
input signed [4:0] coef_Q, coef_L;
output reg out_valid;
output reg [1:0] out;
reg [3:0] c_state, n_state;
parameter ST_IDLE = 'd0, ST_IN = 'd1, ST_RUN = 'd2, ST_OUT = 'd3;
reg signed [4:0] a, b, c, m, n;
reg [4:0] k;
reg [1:0] in_counter;
reg [2:0] run_counter;
reg signed [4:0] mult_in_A, mult_in_B;
wire signed [9:0] mult_out;
reg signed [9:0] am, bn;
reg [9:0] aa, bb;
reg signed [11:0] ambnc;
reg [23:0] ambnc_sqr;
reg [23:0] kaabb;
reg [1:0] ans;
wire [11:0] ambnc_abs;
reg [10:0] aabb;
always @(posedge clk or negedge rst_n) begin
	if(!rst_n) ambnc_sqr <= 24'b0;
	else begin
		case(n_state)
		ST_IDLE: ambnc_sqr <= 10'b0;
		ST_RUN: begin
			if(run_counter == 3'd3) ambnc_sqr <= ambnc * ambnc;
			else ambnc_sqr <= ambnc_sqr;
		end
		default: ambnc_sqr <= ambnc_sqr;	
		endcase	
	end
end
always @(posedge clk or negedge rst_n) begin
	if(!rst_n) kaabb <= 24'b0;
	else begin
		case(n_state)
		ST_IDLE: kaabb <= 10'b0;
		ST_RUN: begin
			if(run_counter == 3'd3) kaabb <= k * (aa + bb);
			else kaabb <= kaabb;
		end
		default: kaabb <= kaabb;	
		endcase	
	end
end
always @(*) begin
	ambnc = am + bn + c;
end
always @(*) begin
	if(ambnc_sqr == kaabb) ans = 2'b01;
	else if(ambnc_sqr > kaabb) ans = 2'b00;
	else ans = 2'b10;
end
always @(posedge clk or negedge rst_n) begin
	if(!rst_n) aa <= 10'b0;
	else begin
		case(n_state)
		ST_IDLE: aa <= 10'b0;
		ST_RUN: begin
			if(run_counter == 3'd1) aa <= a * a;
			else aa <= aa;
		end
		default: aa <= aa;		
		endcase	
	end
end
always @(posedge clk or negedge rst_n) begin
	if(!rst_n) am <= 10'b0;
	else begin
		case(n_state)
		ST_IDLE: am <= 10'b0;
		ST_RUN: begin
			if(run_counter == 3'd1) am <= a * m;
			else am <= am;
		end
		default: am <= am;	
		endcase	
	end
end
always @(posedge clk or negedge rst_n) begin
	if(!rst_n) bb <= 10'b0;
	else begin
		case(n_state)
		ST_IDLE: bb <= 10'b0;
		ST_RUN: begin
			if(run_counter == 3'd2) bb <= b * b;
			else bb <= bb;
		end
		default: bb <= bb;	
		endcase	
	end
end
always @(posedge clk or negedge rst_n) begin
	if(!rst_n) bn <= 10'b0;
	else begin
		case(n_state)
		ST_IDLE: bn <= 10'b0;
		ST_RUN: begin
			if(run_counter == 3'd2) bn <= b * n;
			else bn <= bn;
		end
		default: bn <= bn;	
		endcase	
	end
end
always @(posedge clk or negedge rst_n) begin
	if(!rst_n) c_state <= ST_IDLE;
	else c_state <= n_state;
end
always @(*) begin
	case(c_state)
	ST_IDLE: begin
		if(in_valid) n_state = ST_IN;
		else n_state = ST_IDLE;
	end
	ST_IN: begin
		if(in_counter == 2'b11) n_state = ST_RUN;
		else n_state = ST_IN;
	end
	ST_RUN: begin
		if(run_counter == 3'd4) n_state = ST_OUT;
		else n_state = ST_RUN;
	end
	ST_OUT: begin
		n_state = ST_IDLE;
	end
	default: begin
		n_state = ST_IDLE;
	end	
	endcase
end
always @(posedge clk or negedge rst_n) begin
	if(!rst_n) in_counter <= 2'b0;
	else begin
		case(n_state)
		ST_IN: in_counter <= in_counter + 1'b1;
		default: in_counter <= 1'b0;		
		endcase	
	end
end
always @(posedge clk or negedge rst_n) begin
	if(!rst_n) run_counter <= 3'b0;
	else begin
		case(n_state)
		ST_RUN: run_counter <= run_counter + 1'b1;
		default: run_counter <= 3'b0;		
		endcase	
	end
end
always @(posedge clk or negedge rst_n) begin
	if(!rst_n) a <= 5'b0;
	else begin
		case(n_state)
		ST_IDLE: a <= 5'b0;
		ST_IN: begin
			if(in_counter == 2'b00) a <= coef_L;
			else a <= a;
		end
		default: a <= a;		
		endcase	
	end
end
always @(posedge clk or negedge rst_n) begin
	if(!rst_n) b <= 5'b0;
	else begin
		case(n_state)
		ST_IDLE: b <= 5'b0;
		ST_IN: begin
			if(in_counter == 2'b01) b <= coef_L;
			else b <= b;
		end
		default: b <= b;		
		endcase	
	end
end
always @(posedge clk or negedge rst_n) begin
	if(!rst_n) c <= 5'b0;
	else begin
		case(n_state)
		ST_IDLE: c <= 5'b0;
		ST_IN: begin
			if(in_counter == 2'b10) c <= coef_L;
			else c <= c;
		end
		default: c <= c;		
		endcase	
	end
end
always @(posedge clk or negedge rst_n) begin
	if(!rst_n) m <= 5'b0;
	else begin
		case(n_state)
		ST_IDLE: m <= 5'b0;
		ST_IN: begin
			if(in_counter == 2'b00) m <= coef_Q;
			else m <= m;
		end
		default: m <= m;
		endcase	
	end
end
always @(posedge clk or negedge rst_n) begin
	if(!rst_n) n <= 5'b0;
	else begin
		case(n_state)
		ST_IDLE: n <= 5'b0;
		ST_IN: begin
			if(in_counter == 2'b01) n <= coef_Q;
			else n <= n;
		end
		default: n <= n;		
		endcase	
	end
end
always @(posedge clk or negedge rst_n) begin
	if(!rst_n) k <= 5'b0;
	else begin
		case(n_state)
		ST_IDLE: k <= 5'b0;
		ST_IN: begin
			if(in_counter == 2'b10) k <= coef_Q;
			else k <= k;
		end
		default: k <= k;
		endcase	
	end
end
always @(posedge clk or negedge rst_n) begin
	if(!rst_n) out_valid <= 1'b0;
	else begin
		case(n_state)
		ST_OUT: begin
			out_valid <= 1'b1;	
		end
		default: begin
			out_valid <= 1'b0;
		end	
		endcase
	end
end
always @(posedge clk or negedge rst_n) begin
	if(!rst_n) out <= 2'b0;
	else begin
		case(n_state)
		ST_OUT: begin
			out <= ans;  
		end
		default: begin
			out <= 1'b0;
		end	
		endcase
	end
end
endmodule
```
`flow/run.sh`:
```
#!/bin/bash
# OpenROAD 26Q1-2900-gdf79404cd8, Yosys 0.63+post, stock flow scripts
make -C /OpenROAD-flow-scripts/flow DESIGN_CONFIG=/design/flow/config.mk WORK_HOME=/design/flow/orfs finish
```
==> out/qor.yml <==
layout:
  num-fill-cells: 3542
  lay_top_cells: "inv_1 (289), fa_1 (224), ha_1 (173), nand2_1 (137), dfrtp_1 (118)"
  syn2layout_area_growth_pct: 8.11
  final_layout_size_suffix_gt1_frac: 0.0377
  ff_latch_area_mm2: 0.00298
  stdcell_count: 2130
  comb_area_mm2: 0.0111
  lay_top_count: "inv_1"
  final_cell_area_mm2: 0.0166
run:
  cap_violations: 0
  tool_warnings: 34
drt:
  drt_iter0_markers: 420
  wl_per_cell_um: 13.9
  vias: 10400
  dr.pass1.iters: 4
  final_antenna_net_count: 0
  drc: 0
  vias_per_cell: 4.88
  antennaDiodeCount: 0
  finalWirelength_um: 29700
clock_network:
  cts_resized: 0
  htree_levels: 4
  clk_pin_slew_ps: 60
  cts_buffers: 17
  tritoncts: "yes"
  cts-root-buf: "clkbuf_16"
  ctsLongestPathBuffers: 2
  cts_setup_buffers: 0
  cts_sinks: 119
  clkLatencyLatePin_ps: 420
  holdBufCountCts: 0
floorplanning:
  fp.dieW_um: 198
  pin_count: 16
  core_area_mm2: 0.0378
  dieArea_mm2: 0.0392
  rows: 71
  die_y_um: 198
  fp-utilization: 0.407
placed_design:
  pre_cts_slack_ps: 11300
  port-buffer-count: 15
  dp_hpwl_um: 24400
  place_congestion: 0.903
  dp_cells: 2098
  placed_cell_area_mm2: 0.0160
sta:
  layout_min_cycle_time_ps: 7830
  rsz0062_at_grt: "false"
  worst_slack_ps: 11270
  setup_viol: 0
  hold_viol_final: 0
  drv_slew: 0
  finClkSkew_ps: 12.2
  worstMarginPinSlew_ps: 827
  slew_headroom: 0.445
  fmax_ghz: 0.128
  period_used_share: 0.410
  fin_setup_tns_ps: 0
critical_path:
  cp_top_family: "adder cells"
  cp.required_ps: 19380
  crit_buf_inv: 4
  critPathMaxStageDelay_ps: 650
  cp.arrival_ps: 8110
  crit_top_cell: "fa_1"
  cp-start-kind: "register"
  startpoint: "c[1]"
  cp-end-kind: "register"
  path_class: "reg2reg"
  cp_slowest_cell: "xnor2_1"
  cp_max_fo: 9
  r2r_start: "c[1]"
synth:
  yosys_cells: 1612
  synth.cell_area_mm2: 0.0154
  synth_cells: 1612
  yosys_area_mm2: 0.0154
  synth_top_flop_cell: "dfrtp_1"
  top_area_cell: "fa_1"
  syn_avg_cell_area_um2: 9.53
  netlist-cell-type-count: 63
  yosys.stat.seqShare: 0.194
  edf_count: 0
  netlist.area_leader.share: 0.292
  ys.flops: 119
  area_leaders: "fa_1 (29%), dfrtp_1 (19%), ha_1 (14%)"
  synth_warnings: 1
  async_flop_share: 1.00
pwr:
  p_leak_uw: 0.00876
  power.density_mw_per_mm2: 34.7
  vdd_drop_max_v: 0.0000575
global_routing:
  overflow: 0
  grt_use_total: 0.177
  grt_max_degree: 75
  antenna_found_initial: 0
  grt_pass1_wl_um: 53000
  grt_pass1_vias: 11000
worst_hold_path:
  hold_path_class: "reg2reg"
  hp-start: "c_state[3]"
outcome:
  status: "completed"
-- flip-flops by register name (all words and copies together) (netlist names) --
register	cells
c_state	4
kaabb	16
ambnc_sqr	23
bb	9
n	5
bn	10
in_counter	2
c	5
aa	9
run_counter	3
b	5
m	5
out_valid	1
k	5
a	5
out	2
am	10
-- routing by layer --
| metal | global-route usage | vias up | share of wire |
|---|---|---|---|
| met4 | 0.0135 | 0 | 0.0078 |
| met3 | 0.0411 | 14 | 0.051 |
| met5 | 0 | - | 0 |
| li1 | - | 5141 | - |
| met2 | 0.279 | 153 | 0.46 |
| met1 | 0.272 | 5078 | 0.48 |
-- final timing paths --
check	to	slack [ps]	depth (start not counted)
setup / recovery	ambnc_sqr[23]	11270	26
hold / removal	c_state[0]	440	1
setup reg to reg	ambnc_sqr[23]	11270	26
hold reg to reg	c_state[0]	440	1
max in group asynchronous	run_counter[1]	14200	3
min in group asynchronous	ambnc_sqr[8]	3270	1
-- metrics by stage --
step                hold slack (ps)  total power, uW   util
CTS                             442              585  0.440
global placement                412              267  0.424
floorplan                       405              257      -
global route                    455              596  0.440
finish                          441              577  0.440
detailed placement              423              267  0.424
-- cell families (layout without fill, tap and decap cells) --
family                   after synthesis  after routing  synth area share
multiplexers                           2              2           0.00130
AND-OR/OR-AND                        248            248             0.105
adder cells (fa/ha/maj)              397            397             0.433
buffers and inverters                342            349            0.0844
AND/OR/NAND/NOR                      422            422             0.135
XOR/XNOR                              82             82            0.0473
flip-flops                           119            119             0.194
-- final cells by class --
type / instances / share of cell area
clock inverters: 15 / 0.00957
flip-flops and latches: 119 / 0.179
clock buffers: 17 / 0.0256
repair buffers: 24 / 0.0130
well taps: 511 / 0.0385
multi-input cells: 1151 / 0.668
inverters: 293 / 0.0662
-- cell usage after synthesis (3+ instances only) --
master and number:
nor2b_1 17, a21oi_1 51, o31ai_1 8, or2_2 3, fa_1 224, a21o_1 19
xnor2_1 51, nand2b_1 22, inv_2 3, ha_1 173, dfrtp_1 118, o21ai_0 81
and2_1 79, nand2_1 138, inv_1 289, nand3_1 75, a22o_1 31, and3_1 7
o21ai_1 7, nor3_1 6, nand4_1 3, nor2_1 56, buf_2 7, nand3b_1 3
clkbuf_1 34, o21bai_1 12, buf_1 7, o21a_1 9, a211oi_1 6, xor2_1 30
nor4_1 4
-- power by group --
group	internal [uW]	switching (uW)
Sequential	252	0
Clock	185	130
Combinational	2.51	7.13
Total	440	137
No activity file was given, so power comes from the tool's default toggle rates.
